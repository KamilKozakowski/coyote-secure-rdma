$ cat design/flow/design.v
module replace_last_packet_with_sha
(
    input logic clock,
    input logic reset,
    input logic [511:0] inp_data,
    input logic inp_valid,
    output logic inp_ready,
    input logic [63:0] inp_keep,
    input logic [5:0] inp_id,
    input logic inp_last,
    input logic [511:0] chk_data,
    input logic chk_valid,
    output logic chk_ready,
    input logic [63:0] chk_keep,
    input logic [5:0] chk_id,
    input logic chk_last,
    output logic [511:0] out,
    output logic out_valid,
    input logic out_ready,
    output logic [63:0] out_keep,
    output logic [5:0] out_id,
    output logic out_last
);
localparam [0:0]
    S0 = 1'b0,
    S1 = 1'b1;
reg [0:0] current_state, next_state;
reg inp_ready;
reg chk_ready;
reg [511:0] out;
reg out_valid;
reg [63:0] out_keep;
reg [5:0] out_id;
reg out_last;
always @(posedge clock)
    begin
        if(reset == 1'b0) 
            begin
                current_state <= S0;
            end
        else
            begin
                current_state <= next_state;
            end
    end
always @(*)
	begin
		next_state = current_state;
        case (current_state)
            S0: begin
                    if (inp_valid && inp_last)
                        next_state = S1;
                end
            S1: begin
                    if (chk_valid && inp_valid)
                        next_state = S0;
                end
        endcase
	end
always @*
    begin
        out = 0;
        out_valid = 0;
        inp_ready = 0;
        chk_ready = 0;
        out_keep = 0;
        out_id = 0;
        out_last = 0;
        case (current_state)
            S0: begin
                    if (inp_valid && !inp_last) 
                        begin
                            inp_ready = 1;
                            out = inp_data;
                            out_valid = inp_valid;
                            out_keep = inp_keep;
                            out_id = inp_id;
                            out_last = 0;  
                        end
                end
            S1: begin
                    if (chk_valid && inp_valid && inp_last) 
                        begin
                            chk_ready = 1;
                            inp_ready = 1;
                            out = chk_data;
                            out_valid = 1;
                            out_keep = chk_keep;
                            out_id = chk_id;
                            out_last = 1;
                        end
                end
        endcase
    end
endmodule
$ cat design/flow/run.sh
#!/bin/bash
# OpenROAD 26Q1-2900-gdf79404cd8, Yosys 0.63+post, stock flow scripts
make -C /OpenROAD-flow-scripts/flow DESIGN_CONFIG=/design/flow/config.mk WORK_HOME=/design/flow/orfs finish
$ cat design/flow/config.mk
export PLATFORM = sky130hd
export DESIGN_NAME = replace_last_packet_with_sha
export DESIGN_NICKNAME = replace_last_packet_with_sha
export VERILOG_FILES = /design/flow/design.v
export SDC_FILE = /design/flow/constraint.sdc
export NUM_CORES = 4
export LEC_CHECK = 1
export CORE_AREA = 10 10 669 669
export DIE_AREA = 0 0 679 679
$ cat design/flow/constraint.sdc
current_design replace_last_packet_with_sha

set clk_period 83.9
set clk_io_pct 0.2

create_clock -name clk0 -period $clk_period [get_ports {clock}]

set non_clock_inputs [all_inputs -no_clocks]
set_input_delay [expr $clk_period * $clk_io_pct] -clock clk0 $non_clock_inputs
set_output_delay [expr $clk_period * $clk_io_pct] -clock clk0 [all_outputs]
==> flow_metrics.py <==
# Physical implementation metrics
metrics = {
    "die": {
        "die-area_um2": 461000,
        "core_area_um2": 432000,
        "horizontal_extent_of_the_die_um": 679,
        "floorplan.initialDensity_pct": 3.56,
        "rows": 241,
        "dieHeight_um": 679,
        "io-pin-count": 1757,
    },
    "power_and_ir_drop": {
        "internal_power_uw": 90.6,
        "swShare_pct": 50.3,
        "netSwitchingPower_uw": 91.7,
        "power.density_nw_per_um2": 4.71,
        "clockPowerShare_pct": 0,
        "leakagePower_uw": 0.0106,
        "max-vdd-ir-drop_mv": 0.00230,
        "combPwrFrac_pct": 99.4,
        "seq_power_share_pct": 0.6,
    },
    "run_status": {
        "run_status": "finished clean",
    },
    "cells_and_area": {
        "logic_area_um2": 13200,
        "number_of_fill_cells": 50400,
        "sequential_cell_area_um2": 23.8,
        "reg_top3": "current_state x1",
        "design_area_um2": 38700,
        "top_register": "current_state",
        "post_route_cells_drive_above_1_share_pct": 1.96,
        "largest_register_ffs": 1,
        "syn_to_final_growth_pct": 151,
    },
    "cts": {
        "cts_hold_bufs": 0,
        "post_cts.repair.setup_buffers": 0,
        "path_clk_slew_ns": 0,
        "worst_skew_pair.late_latency_ns": 0,
        "post_cts.resized_instances": 0,
    },
    "route": {
        "route.layer.met1.wl_um": 134000,
        "highest_layer": "met5",
        "post_drt_via_cell_ratio": 2.96,
        "met2_length_um": 193000,
        "first_pass_iters": 6,
        "route.antenna.remaining_nets": 0,
        "detailroute.via_count": 27900,
        "route.detailed.drc": 0,
        "routed_len_inst_um": 44.5,
        "routed_wirelength_um": 419000,
        "detailroute.wirelength.met3_um": 75300,
        "drt_iter0_drc": 2359,
    },
    "synthesis": {
        "yosysUniqueCellTypes": 18,
        "post-synth-top-count-cell": "sky130_fd_sc_hd__nand4_1",
        "synth-edff-count": 0,
        "synth_warnings": 1,
        "post_synth_main_area_contributors": "sky130_fd_sc_hd__or3b_1 (33%), sky130_fd_sc_hd__a21boi_1 (28%), sky130_fd_sc_hd__nand4_1 (24%)",
        "synth_flops": 1,
        "synth_top_flop_cell": "sky130_fd_sc_hd__dfxtp_1",
        "post_synth_most_frequent_cells": "sky130_fd_sc_hd__nand4_1 (582), sky130_fd_sc_hd__a21boi_1 (579), sky130_fd_sc_hd__or3b_1 (579)",
        "yosysTopAreaCell": "sky130_fd_sc_hd__or3b_1",
        "ys_seq_share_pct": 0.130,
        "synthesis.instances": 2146,
        "synth.avg_cell_area_um2": 7.17,
        "yosys.stat.chipArea_um2": 15400,
        "synthArstFlopShare_pct": 0,
        "mappedNetlistArea_um2": 15400,
        "yosysTopAreaCellShare_pct": 33.0,
        "yosys_cells": 2146,
    },
    "sta": {
        "finalWorstPathRequiredPeriod_ns": 39.02,
        "rsz_0062_raised_after_global_routing": "false",
        "setup_viol": 0,
        "achievable-frequency_ghz": 0.0256,
        "timing.max_slew.rel_slack_pct": 38.0,
        "hold_viol_final": 0,
        "timing.final.crit_share_pct": 46.5,
        "timing_max_transition_violations_final": 0,
        "final.setup_skew_ns": 0,
        "final_critical_path_setup_slack_ns": 44.88,
        "max_slew.worst_pin.slew_ns": 0.930,
        "fin_setup_tns_ns": 0,
    },
    "place": {
        "placement.io_buffers": 1754,
        "dpl-instance-area_um2": 38300,
        "place.detailed.hpwl_um": 392000,
        "preCtsSetupSlack_ns": 44.74,
        "place.gp.congestion": 1.01,
    },
    "global_route": {
        "pin_count_of_the_biggest_net_entering_global_routing": 118,
        "via_count_of_the_first_global_routing_pass": 24500,
        "number_of_antenna_violations_at_the_first_check_in_global_routing": 470,
        "globalRouteTotalUtil_pct": 17.6,
        "grt.overflow.total": 0,
        "grt_first_pass_wirelength_um": 474000,
    },
    "setup_path": {
        "path_max_fanout": 106,
        "cpMaxStageDelayCell": "sky130_fd_sc_hd__buf_4",
        "worstSetupStartpointType": "input port",
        "arrival_ns": 22.24,
        "path_common_cell": "sky130_fd_sc_hd__buf_4",
        "setup.worst_path.end_class": "primary output",
        "cp.required_ns": 67.12,
        "cp_slowest_stage_delay_ns": 0.83,
        "crit_path_cell_trace": "buf_8 > buf_4 > buf_4 > buf_4 > buf_4 > buf_4 > nand4_1 > a21boi_1 > clkdlybuf4s50_1",
        "setup.worst_path.class": "in2out",
    },
    "job": {
        "tool_warnings": 45,
        "timing.max_cap.violations": 0,
    },
    "min_path": {
        "hold_class": "reg2reg",
    },
}
[through the flow]
step                      cells  total power (uW)  utilization (%)  hold WS (ns)
final                      9422               182             8.96          1.12
after global routing       9382               194             8.94          1.26
after CTS                  9275               187             8.87          1.22
after detailed placement   9275               185             8.87          1.22
after global placement     9275               185             8.87          1.21
after floorplan            2146              50.4                -          1.01
[cell type report]
| cell class | instances | share of cell area, % |
|---|---|---|
| timing repair buffer | 1810 | 46.5 |
| multi-input combinational | 1753 | 34.0 |
| tap | 5710 | 18.5 |
| antenna | 147 | 0.951 |
| sequential | 1 | 0.0615 |
| inverter | 1 | 0.00970 |
[final timing paths]
check,startpoint,to,slack [ns],cells after the start
setup / recovery,inp_last,out[82],44.88,9
hold / removal,current_state,current_state,1.12,3
setup reg to reg,current_state,current_state,82.01,3
hold reg to reg,current_state,current_state,1.12,3
[kinds of logic (layout without fill, tap and decap cells)]
| group | Yosys count | after routing | synth area share, % |
|---|---|---|---|
| DFF | 1 | 1 | 0.130 |
| and+or+nand+nor | 1167 | 1167 | 56.9 |
| AOI/OAI and AO/OA | 586 | 586 | 28.6 |
| buffers and inverters | 392 | 1811 | 14.3 |
| other | 0 | 147 | 0 |
[power by group through the flow]
stage,clock (uW),sequential [uW],combinational (uW)
finish,0.000202,1.03,181
global route,0.000196,1.08,193
CTS,0,1.05,186
[metal layers]
metal / up-vias / GRT usage, %
li1: 11600 / -
met5: - / 0
met1: 12900 / 17.1
met2: 2274 / 28.8
met4: 220 / 3.98
met3: 883 / 14.1
[worst max-delay path: cells and delay by family]
kind | cells | cell delay [ns]
AND-OR/OR-AND | 1 | 0.56
buffers and inverters | 7 | 4.19
AND/OR/NAND/NOR | 1 | 0.42
[cells in the final DEF (no fill, tap or decap), drive strengths merged]
cell / n
a21boi: 582
a21oi: 1
a311oi: 1
and3: 1
and4: 1
buf: 66
clkdlybuf4s50: 1744
dfxtp: 1
diode: 147
inv: 1
nand4: 582
nor2: 1
o21a: 2
or3b: 582
Power figures rest on the tool's default switching activity, not on a simulated workload.
