`flow/config.mk`:
```
export PLATFORM = sky130hd
export DESIGN_NAME = check_sha
export DESIGN_NICKNAME = check_sha
export VERILOG_FILES = /design/flow/design.v
export SDC_FILE = /design/flow/constraint.sdc
export NUM_CORES = 4
export LEC_CHECK = 1
export CORE_AREA = 10 10 451 451
export DIE_AREA = 0 0 461 461
```
`flow/constraint.sdc`:
```
current_design check_sha

set clk_period 16.8
set clk_io_pct 0.2

create_clock -name clk0 -period $clk_period [get_ports {clock}]

set non_clock_inputs [all_inputs -no_clocks]
set_input_delay [expr $clk_period * $clk_io_pct] -clock clk0 $non_clock_inputs
set_output_delay [expr $clk_period * $clk_io_pct] -clock clk0 [all_outputs]
```
`flow/design.v`:
```
module check_sha
(
    input logic clock,
    input logic reset,
    input logic [511:0] inp_data,
    input logic inp_valid,
    output logic inp_ready,
    input logic [63:0] inp_keep,
    input logic [5:0] inp_id,
    input logic inp_last,
    input logic comparison_result,
    input logic comparison_valid,
    output logic comparison_ready,
    output logic [511:0] out,
    output logic out_valid,
    input logic out_ready,
    output logic [63:0] out_keep,
    output logic [5:0] out_id,
    output logic out_last
);
localparam [1:0]
    START = 2'b00,
    S_CORRECT = 2'b01,
    S_INCORRECT = 2'b10;
reg [1:0] current_state, next_state;
reg inp_ready;
reg comparison_ready;
reg [511:0] out;
reg out_valid;
reg [63:0] out_keep;
reg [5:0] out_id;
reg out_last;
always @(posedge clock)
    begin
        if(reset == 1'b0) 
            begin
                current_state <= START;
            end
        else
            begin
                current_state <= next_state;
            end
    end
always @(*)
	begin
		next_state = current_state;
        case (current_state)
            START: begin
                    if (comparison_valid)
                        if(comparison_result == 0)
                            next_state = S_CORRECT;
                        else
                            next_state = S_INCORRECT;
                end
            S_CORRECT: begin
                    if (inp_last && inp_valid)
                        next_state = START;
                end
            S_INCORRECT: begin
                    if (inp_last && inp_valid)
                        next_state = START;
                end
        endcase
	end
always @*
    begin
        out = 0;
        out_valid = 0;
        inp_ready = 0;
        comparison_ready = 0;
        out_keep = 0;
        out_id = 0;
        out_last = 0;
        case (current_state)
            START: begin
                    comparison_ready = 1;
                end
            S_CORRECT: begin
                    if (inp_valid) 
                        begin
                            inp_ready = 1;
                            out = inp_data;
                            out_valid = inp_valid;
                            out_keep = inp_keep;
                            out_id = inp_id;
                            out_last = inp_last;
                        end
                end
            S_INCORRECT: begin
                    if (inp_valid) 
                        begin
                            inp_ready = 1;
                            out = 0;
                            out_valid = inp_valid;
                            out_keep = inp_keep;
                            out_id = inp_id;
                            out_last = inp_last;
                        end
                end
        endcase
    end
endmodule
```
`flow/run.sh`:
```
#!/bin/bash
# OpenROAD 26Q1-2900-gdf79404cd8, Yosys 0.63+post, stock flow scripts
make -C /OpenROAD-flow-scripts/flow DESIGN_CONFIG=/design/flow/config.mk WORK_HOME=/design/flow/orfs finish
```
==> results.tsv <==
stage	metric	value	unit
outcome	outcome	complete, no violations	
clock_network	CTS Sinks	3	
detailed_routing	drt first-iter violations	589	
final_timing	Final Skew	0.002903	ns
grt	antenna violations before repair	376	
power	cell leakage power	7.711	nW
power	Final Power	0.3957	mW
grt	via count of the first global-routing pass	11570	
yosys	Synth Seq Share	0.01351	
worst_setup_path	crit path launch type	input pin	
power	pwr dens	20.88	nW/um^2
worst_setup_path	WP data arrival	6.79	ns
layout	most used logic cell in the final layout	clkdlybuf4s50_1	
die	number of top-level pins	1175	
grt	total track usage	0.2057	
power	Max rail drop VDD	30.44	uV
clock_network	CTS tree	built	
clock_network	postcts setup bufs	0	
layout	most frequent cells in the layout	clkdlybuf4s50_1 (1172), and3_1 (512), and2_1 (71)	
run	Tool Warnings	36	
final_timing	Fin Setup TNS	0	ns
clock_network	Clock transition at path regs	0.03	ns
layout	layout cells sized above 1	0.01007	
grt	largest net degree at the start of global routing	195	
detailed_routing	M1 wire length	64.70	mm
detailed_routing	Routed Antenna Nets	0	
final_timing	Rel. slew slack	0.3533	
final_timing	Final Hold Viols	0	
layout	biggest regs	current_state x3	
die	Die Wd	461	microns
yosys	largest area contributor in the netlist	and3_1	
final_timing	Final Critical Period	10.15	ns
yosys	Post-Syn Instances	720	
detailed_routing	routed wl met2	110.1	mm
final_timing	Fin Hold WS	0.4887	ns
final_timing	crit share post-route	0.6044	
layout	Layout Cells excl Fill	4348	
clock_network	Num CTS Buffers	3	
yosys	Syn. warnings	1	
detailed_routing	top routing layer used	met5	
place	port bufs	1173	
yosys	yosys stat chip area	4446	sq um
detailed_routing	post-DR vias/cell	2.825	
final_timing	Worst-Margin Slew	0.9700	ns
final_timing	fmax	98.49	MHz
layout	Logic area	3709	sq um
place	cell count after placement	4309	
detailed_routing	iteration count of the initial detailed-routing pass	5	
detailed_routing	DR WL/cell	51.81	microns
layout	Layout fillers	22290	
yosys	Synth top area share	0.7205	
final_timing	Worst Setup Slack, final	6.647	ns
final_timing	max-slew violations	0	
worst_setup_path	Critical Path End Type	output port	
yosys	Avg Cell Area, Syn	6.174	sq um
worst_hold_path	min-delay worst type	flop to flop	
clock_network	CTS H-tree lvls	1	
layout	area grow syn2layout	326.3	%
die	die height	461	microns
worst_setup_path	crit path max fanout	194	
clock_network	root buffer cell	clkbuf_16	
final_timing	final setup violation count	0	
worst_setup_path	worst path required time	13.44	ns
die	row count	161	
die	FP Core Util	0.02304	
yosys	cell count in the Yosys report	720	
place	worst slack at placement	6.635	ns
place	post-DP HPWL	215.7	mm
grt	total grt overflow	0	
layout	Largest register FFs	3	
yosys	post-synthesis cell area	4446	sq um
run	max_cap viols	0	
layout	Sequential cell area	63.81	sq um
place	routability cong.	0.9396	
die	chip area	212500	sq um
detailed_routing	routed wire length on met3	44.50	mm
layout	Most flops, register	current_state	
clock_network	Post-CTS Hold Buffers	0	
yosys	Synth Register Bits	3	
die	Core Area	193000	sq um
detailed_routing	total length of routed wires	225.3	mm
final_timing	RSZ-0062 raised after global routing	false	
clock_network	CTS resizes	0	
clock_network	Late-Pin Clk Latency	0.22	ns
yosys	Yosys cell types	16	
detailed_routing	Residual DRC	0	
detailed_routing	detailed-route via count	12280	
worst_setup_path	Crit Path Class	input pin to output port	
clock_network	CTS max path bufs	2	
grt	first-pass GRT wire length	251.5	mm
yosys	Top cells by area	and3_1 (72%), and2_1 (10%), buf_2 (5.0%)	
critical path, cell delays in order:
cell             delay [ns]
buf_8                  0.35
buf_4                  0.62
buf_12                 0.52
buf_4                  0.77
and3_1                 0.29
clkdlybuf4s50_1        0.67
cells in the mapped netlist:
cell type and instances:
o21ai_1 2, nor2_1 2, and3_1 512, buf_2 44, o21a_2 1, nand4_1 1, dfxtp_1 3, buf_6 6
nand2_1 3, o221ai_1 1, and2_1 71, nand4b_1 1, inv_1 1, buf_4 18, clkbuf_2 38, clkbuf_1 16
report_power, final:
group	total [mW]	internal, mW	leakage (nW)	switching (mW)
sequential	0.00995	0.00767	0.0255	0.00228
clock	0.0378	0.0313	0.0384	0.00652
combinational	0.348	0.196	7.65	0.152
stage by stage:
| step | util | area [sq um] |
|---|---|---|
| after global placement | 0.09734 | 18790 |
| after CTS | 0.09775 | 18860 |
| after floorplan | - | 4446 |
| after detailed placement | 0.09734 | 18790 |
| final | 0.09821 | 18950 |
| after global routing | 0.09782 | 18880 |
per-layer routing:
layer / GRT usage / vias up
li1: - / 4743
met1: 0.1743 / 5334
met2: 0.3678 / 1404
met3: 0.1888 / 666
met4: 0.01277 / 134
met5: 0 / -
cell families (layout without fill, tap and decap cells):
group,after synthesis,in the layout,synth area share
flops,3,3,0.01351
other cells,0,35,0
buf+inv,123,1190,0.1523
simple gates,590,590,0.8280
compound gates,4,4,0.006193
layout make-up:
cell class | count | share of cell area
Sequential cell | 3 | 0.003367
Multi-Input combinational cell | 594 | 0.1957
Inverter | 1 | 0.0001981
Antenna cell | 35 | 0.004621
Tap cell | 2526 | 0.1668
Timing Repair Buffer | 1185 | 0.6252
Clock buffer | 4 | 0.004159
path summary, 6_finish.rpt:
check,from,to,slack [ns],cells after the start
setup / recovery,inp_valid,out[23],6.65,6
hold / removal,current_state[1],current_state[1],0.49,2
setup reg to reg,current_state[2],current_state[0],15.78,2
hold reg to reg,current_state[1],current_state[1],0.49,2
Power figures rest on the tool's default switching activity, not on a simulated workload.
