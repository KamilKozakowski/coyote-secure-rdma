<file path="/design/flow/run.sh">
#!/bin/bash
# OpenROAD 26Q1-2900-gdf79404cd8, Yosys 0.63+post, stock flow scripts
make -C /OpenROAD-flow-scripts/flow DESIGN_CONFIG=/design/flow/config.mk WORK_HOME=/design/flow/orfs finish
</file>
<file path="/design/flow/config.mk">
export PLATFORM = sky130hd
export DESIGN_NAME = data_chk_multiplexer
export DESIGN_NICKNAME = data_chk_multiplexer
export VERILOG_FILES = /design/flow/design.v
export SDC_FILE = /design/flow/constraint.sdc
export NUM_CORES = 4
export LEC_CHECK = 1
export CORE_AREA = 10 10 669 669
export DIE_AREA = 0 0 679 679
</file>
<file path="/design/flow/constraint.sdc">
current_design data_chk_multiplexer

set clk_period 50.3
set clk_io_pct 0.2

create_clock -name clk0 -period $clk_period [get_ports {clock}]

set non_clock_inputs [all_inputs -no_clocks]
set_input_delay [expr $clk_period * $clk_io_pct] -clock clk0 $non_clock_inputs
set_output_delay [expr $clk_period * $clk_io_pct] -clock clk0 [all_outputs]
</file>
<file path="/design/flow/design.v">
module data_chk_multiplexer 
(
    input logic clock,
    input logic reset,
    input logic [511:0] inp_data,
    input logic inp_valid,
    output logic inp_ready,
    input logic [63:0] inp_keep,
    input logic [5:0] inp_id,
    input logic inp_last,
    input logic [511:0] chk_data,
    input logic chk_valid,
    output logic chk_ready,
    input logic [63:0] chk_keep,
    input logic [5:0] chk_id,
    input logic chk_last,
    output logic [511:0] out,
    output logic out_valid,
    input logic out_ready,
    output logic [63:0] out_keep,
    output logic [5:0] out_id,
    output logic out_last
);
localparam [0:0]
    S0 = 1'b0,
    S1 = 1'b1;
reg [0:0] current_state, next_state;
reg inp_ready;
reg chk_ready;
reg [511:0] out;
reg out_valid;
reg [63:0] out_keep;
reg [5:0] out_id;
reg out_last;
logic [3:0] i;
always@(posedge clock)
    begin
        if (reset == 1'b0)
            begin
                i<=0;
            end
        else
            begin
                case(current_state)
                    S0:
                        begin
                            if(inp_valid)
                                begin
                                    i<=i + 1;
                                end
                            else 
                                begin
                                    i<=i;
                                end
                        end
                    S1:
                        i<=0;
                endcase
            end
    end
always @(posedge clock)
    begin
        if(reset == 1'b0) 
            begin
                current_state <= S0;
            end
        else
            begin
                current_state <= next_state;
            end
    end
always @(*)
	begin
		next_state = current_state;
        case (current_state)
            S0: begin
                    if ((inp_valid && inp_last) || (i == 3 && inp_valid))
                        next_state = S1;
                end
            S1: begin
                    if (chk_valid)
                        next_state = S0;
                end
        endcase
	end
always @*
    begin
        out = 0;
        out_valid = 0;
        inp_ready = 0;
        chk_ready = 0;
        out_keep = 0;
        out_id = 0;
        out_last = 0;
        case (current_state)
            S0: begin
                    if (inp_valid) 
                        begin
                            inp_ready = 1;
                            out = inp_data;
                            out_valid = inp_valid;
                            out_keep = inp_keep;
                            out_id = inp_id;
                            out_last = 0;  
                        end
                end
            S1: begin
                    if (chk_valid) 
                        begin
                            chk_ready = 1;
                            out = chk_data;
                            out_valid = 1;
                            out_keep = chk_keep;
                            out_id = chk_id;
                            out_last = chk_last;
                        end
                end
        endcase
    end
endmodule
</file>
==> results.toml <==
# physical design summary
[grt]
grt_pass1_vias = 16500
grt_max_degree = 70
grt_pass1_wl_microns = 504000
overflow = 0
antenna_found_initial = 690
track_usage_pct = 19.7

[sta]
max_freq_mhz = 40.0
min_period_ps = 25020
slew_headroom_pct = 33.8
fin_crit_sh_pct = 49.7
hold_viol = 0
clock_skew_ps = 0.627
slew_violations = 0
worst_slew_pin_slew_ps = 989
fin_tns_setup_ps = 0
rsz0062_at_grt = "no"
finalSetupViolations = 0

[synthesis]
synth.area.top_cells = "a22o_1, buf_6, buf_2, buf_12, dfxtp_1"
syn-cell-area_sq_mm = 0.00642
async_flop_share_pct = 0
synth_cell_types = 23
syn_avg_cell_area_sq_um = 8.71
syn_inst = 737
synth.largest_area_cell = "a22o_1"
yosysWarnings = 1
yosysSeqAreaShare_pct = 1.56
edf_count = 0
yosys-stat-cells = 737
top_area_share_pct = 79.4
ff_type = "dfxtp_1"
ys_area_sq_mm = 0.00642
ys.flops = 5

[clock_tree]
cts_resized = 0
cts_max_level = 1
cts_tree = "built"
cts_setup_buffers = 0
clock_latency_ps = 220
numCtsBuffers = 3
clk_pin_slew_ps = 30
cts_buffer_depth = 2
postCtsHoldBufs = 0
cts-root-buf = "clkbuf_16"
cts_sinks = 5

[worst_setup_path]
path_buffers = 6
worst_ep_required_time_ps = 40240
cp_common_cell = "buf_4"
cp_cell_sequence = "clkdlybuf4s50_1, nor2b_4, buf_4, buf_4, buf_4, buf_4, a22o_1, clkdlybuf4s50_1"
cp-start-kind = "input port"
cp_slowest_cell = "clkdlybuf4s50_1"
r2r_slack_ps = 48310
worst-path-max-fanout = 63
rr_worst_depth = 4
slowest_delay_ps = 1020
rr_startpoint = "current_state"
end_kind = "output port"
path_class = "input port to output port"
cp_top_family = "buffers and inverters"
r2r-end = "current_state"
critical_path_arrival_ps = 14960

[drt]
highest_layer = "met5"
dr_wl_met3_microns = 80900
drc = 0
vias = 19300
routed_wirelength_microns = 466000
vias_per_cell = 2.34
ant_nets = 0
routedWlPerCell_microns = 56.5
drtIter0Drc = 1214
m1WireLength_microns = 150000
firstDrtPassIters = 5
wl_met2_microns = 211000

[floorplanning]
ioPinCount = 1757
die_x_microns = 679
core_sq_mm = 0.432
dieArea_sq_mm = 0.461
rows = 241
fp_util_pct = 1.49
die_h_microns = 679

[place]
dpl.hpwl_microns = 451000
place_congestion = 1.02
portBuffers = 1755

[hold_path]
hold_start = "current_state"
min_to = "current_state"
holdPathStages = 2
min_path_type = "flop to flop"

[layout]
lay_top_count = "clkdlybuf4s50_1"
layout-drive-gt1-share_pct = 1.30
final_cell_mix = "clkdlybuf4s50_1, a22o_1, buf_4"
area_delta_synth_final_pct = 378

[power]
totalPowerFinal_mw = 0.334
peakVddDrop_mv = 0.00961
p_leak_nw = 8.94
powerDensity_mw_per_mm2 = 10.9

[flow_run]
log.warning_count = 27
cap_violations = 0

[run_status]
outcome = "finished, final reports clean"
## layout make-up
| class | instances | area, sq um |
|---|---|---|
| Fill cell | 50500 | 401000 |
| Timing Repair Buffer | 1780 | 17800 |
| Tap cell | 5710 | 7140 |
| Multi-Input combinational cell | 602 | 5240 |
| Clock buffer | 4 | 78.8 |
| Sequential cell | 5 | 100 |
| Antenna cell | 151 | 378 |
## routing by layer
layer  vias up  track usage, %
li1       6747               -
met1      8462            19.1
met2      2524            32.0
met3      1266            15.8
met4       282            5.68
met5         -               0
## where the power goes
group          internal [mW]  leakage [nW]  switching (mW)
clock                 0.0105        0.0391         0.00236
combinational          0.162          8.86           0.154
sequential           0.00420        0.0408        0.000225
## sequential cells by signal, summed over array words and instances (netlist names)
register / flops
i: 4
current_state: 1
## cells in the mapped netlist, drive strengths merged, types with 2 or more instances
cell and n:
xor2 2, buf 129, a22o 582, dfxtp 5
nand2b 2, nor2 4
## worst max path at each step
stage / start / end / slack (ps) / cells after the start
4_1_cts: inp_valid / out[167] / 25080 / 8
5_1_grt: inp_valid / out[167] / 25070 / 8
6_report: inp_valid / out[167] / 25280 / 8
## stage by stage
stage / utilization [%] / setup WS [ps] / hold WS [ps] / cells / area, sq um
4_1_cts: 7.02 / 25080 / 546 / 8101 / 30300
3_5_place_dp: 7.00 / 25100 / 536 / 8097 / 30200
5_1_grt: 7.06 / 25070 / 573 / 8174 / 30500
2_1_floorplan: - / 29430 / 479 / 737 / 6420
6_report: 7.11 / 25280 / 548 / 8252 / 30700
3_3_place_gp: 7.00 / 25150 / 512 / 8097 / 30200
## cells by family (layout without fill, tap and decap cells)
kind of cell,after synthesis,count (layout),share of synthesized area (%)
adder cells (fa/ha/maj),1,1,0.195
AND/OR/NAND/NOR,13,13,1.13
flip-flops,5,5,1.56
multiplexers,1,1,0.156
other,0,151,0
XOR/XNOR,3,3,0.409
buffers and inverters,130,1784,17.0
AND-OR/OR-AND,584,584,79.6
## worst reg2reg max path: stages (launching register included)
cell and delay [ps]:
dfxtp_1 350, nor2b_4 470, buf_4 700, o21ai_1 220
a21boi_1 180
Power is estimated from default activity; no workload was simulated.
